<file path="/design/flow/run.sh">
#!/bin/bash
# OpenROAD 26Q1-2900-gdf79404cd8, Yosys 0.63+post, stock flow scripts
make -C /OpenROAD-flow-scripts/flow DESIGN_CONFIG=/design/flow/config.mk WORK_HOME=/design/flow/orfs finish
</file>
<file path="/design/flow/config.mk">
export PLATFORM = sky130hd
export DESIGN_NAME = ALU
export DESIGN_NICKNAME = ALU
export VERILOG_FILES = /design/flow/design.v
export SDC_FILE = /design/flow/constraint.sdc
export NUM_CORES = 4
export LEC_CHECK = 1
export CORE_UTILIZATION = 30
</file>
<file path="/design/flow/constraint.sdc">
current_design ALU

set clk_period 2.7
set clk_io_pct 0.2

create_clock -name clk0 -period $clk_period

set non_clock_inputs [all_inputs -no_clocks]
set_input_delay [expr $clk_period * $clk_io_pct] -clock clk0 $non_clock_inputs
set_output_delay [expr $clk_period * $clk_io_pct] -clock clk0 [all_outputs]
</file>
<file path="/design/flow/design.v">
module ALU(input[3:0] aluop, input[15:0] A, input[15:0] B, input[15:0] C, output reg [15:0] LO, output reg[15:0] HI, output reg NZ);
	wire[15:0] out1; wire[15:0] out2;
	always @ (aluop,A,B,C) begin
		NZ=0;
		case(aluop)
			4'b0000: LO=A+B+C;
			4'b0001: LO=A-B-C;
			4'b0010: LO=A+B-C;
			4'b0011: begin
						LO=B/C; 
						HI=B%C;
					 end
			4'b0100: LO=A+B+C;
			4'b0101: LO=A<<C;
			4'b0110: LO=A>>C;
			4'b0111: LO=$signed(A)>>C;
			4'b1000: LO=C+A;
			4'b1001: LO=C+A;
			4'b1010: begin
						if (A!=B)
							NZ=1;
						end
			4'b1011: LO = A|C;
			4'b1100: LO = A+C; 
			4'b1101: LO = B+C;  
			4'b1111: LO = A+B;
		endcase
	end
endmodule
</file>
==> run summary <==
flow finished, numbers: headroom to the max-slew limit=between 40 and 50%, startpoint class of the critical path=input port, status=complete, no violations, area grow syn2layout=16.4%, chip area line of the yosys report=13400 um^2, Tot GR Track Use=24.2%, # setup viols final=0, Max IR drop VDD=120 uV, Min-Delay Startpoint=aluop[0], number of global-route vias before repair=approximately 14000, maxcap violations=0, Req. time, crit path=around 2200 ps, sequential cell area=about 480 um^2, fin. max-slew vios=0, Vias/cell=5.72, Log Warnings=37, DRC viols=0, Post-synth EDFFs=0, Avg Synthesized Cell Area=roughly 7 um^2, Top cells excl fill/tap=ha_1, nor2_1, nand2_1, a21oi_1, o21ai_0, Post-synth ARST share=0%, hold_ws=~1900 ps, ratio of cells with drive above 1 in the final layout=under 10%, top fanout value on the critical path=2, dominant logic cell type in the layout=ha_1, via count=14965, Ys Warns=1, Rows=just under 80, pre-CTS setup slack=-393 ps, Iteration-0 DRC Markers=1236, routed len/inst=20.6 um, first-pass GRT wire length=82800 um, die width=between 200 and 250 um, hold crit path type=input port to primary output, endpoints failing hold=0, worst setup margin=64.7 ps, gpl congestion=~0.98, largest net degree at the start of global routing=just under 50, post-synthesis cell count=1921, Worst Tran Pin Value=879 ps, Final period util=97.6%, dominant register cell=dlxtp_1, Post-DP Area=15400 um^2, Remaining Overflow, GRT=0, DRT Wirelength=approximately 54000 um, Fmax=between 0.3 and 0.4 GHz, Core Region=44100 um^2, die area=45500 um^2, fp_density=30.3%, endpoints left unconstrained=64, Lkg Pwr=6.84 nW, Post-DRT Antenna Nets=0, Combinational Area=12400 um^2, crit path from=A[10], CP Class=input port to primary output, design area=15600 um^2, power per cell area=317 nW/um^2, die height=roughly 210 um, CP Capture Type=primary output, ys cells=1921, Filler cells=4665, drt first pass iters=5, estimated wirelength of the detail-placed design=approximately 44000 um, I/O Buffers=~85, Top Ports=85, CP Data Arrival Time=about 2100 ps, register pins left without a clock=32, Post-synth regs=32, initial antenna violation count=0, Pwr Total=roughly 5 mW, mapped cell area=13400 um^2, Netlist cell types=between 90 and 100, Min Clock Period, post-route=2640 ps
synth_stat cells (11+ instances only):
cell	n	share of area (%)
and3_1	18	0.84
a21boi_0	11	0.62
xor2_1	56	3.7
dlxtp_1	16	1.8
ha_1	200	19
or3_1	17	0.79
nand2b_1	25	1.2
nor4_1	11	0.51
o221ai_1	14	0.92
a221oi_1	13	0.85
mux2i_1	40	3.0
o31ai_1	11	0.62
o21ai_0	128	4.8
nor3_1	70	2.6
o21a_1	47	2.6
a211oi_1	23	1.3
nand4_1	18	0.84
nor2_1	189	5.3
o22ai_1	15	0.70
o21bai_1	20	1.1
mux2_2	20	1.7
dlxtn_1	16	1.8
a21oi_1	168	6.3
o211ai_1	21	1.2
a21o_1	45	2.5
a31oi_1	30	1.4
clkbuf_1	58	1.6
nand2_1	180	5.0
a22oi_1	13	0.73
nor2b_1	14	0.65
xnor2_1	77	5.0
fa_1	19	2.8
nand3_1	40	1.5
or2_2	20	0.93
inv_1	95	2.7
registers in the layout (all words and copies together), names as in the netlist:
signal and cells:
LO 16, HI 16
per-layer routing:
metal | vias to the layer above | GRT usage [%] | part of all wire, %
met1 | 6995 | 34.2 | 46
met2 | 511 | 38.6 | 44
met4 | 0 | 6.63 | 3.2
met3 | 71 | 2.99 | 6.2
li1 | 7388 | - | -
met5 | - | 0 | 0
final cells by class:
type                       count  share of cell area, %
inverter                      96                   2.31
multi-input combinational   1719                   79.8
timing repair buffer         175                   10.0
tap                          592                   4.75
antenna                        1                 0.0161
sequential                    32                   3.08
repair_timing:
item | CTS | global route
setup buffers | 1 | 2
hold endpoints to repair | 0 | 0
gates resized | 32 | 18
pin swaps | 13 | 8
hold buffers | 0 | 0
setup endpoints to repair | 1 | 1
power by group:
part | switching, mW | internal, mW
registers | 0.00510 | 0.0774
logic | 2.80 | 2.05
clock network | 0 | 0.000000159
total | 2.81 | 2.13
final timing paths:
kind / to / slack, ps / cells past startpoint
max: NZ / 60 / 7
min: NZ / 1870 / 3
critical path, stage by stage:
cell,delay [ps]
clkdlybuf4s50_1,440
ha_1,360
nor4_4,160
nand2_2,120
nor3_4,190
nor4_2,60
dlygate4sd2_1,230
stage by stage:
step           cells  TNS [ps]  util (%)
2_1_floorplan   1921         0         -
3_3_place_gp    2611      -444      34.8
3_5_place_dp    2611      -393      34.8
4_1_cts         2612         0      35.1
5_1_grt         2614     -17.8      35.3
6_report        2615         0      35.3
kinds of logic after synthesis:
| kind of cell | after synthesis | share of synthesized area, % |
|---|---|---|
| AND-OR/OR-AND | 659 | 33.2 |
| XOR/XNOR | 134 | 8.87 |
| adder cells (fa/ha/maj) | 219 | 21.5 |
| buffers and inverters | 170 | 4.97 |
| latches | 32 | 3.59 |
| multiplexers | 61 | 4.84 |
| AND/OR/NAND/NOR | 646 | 23.0 |
Power and IR drop assume default switching activity.
