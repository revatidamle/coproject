$ cat design/flow/config.mk
export PLATFORM = sky130hd
export DESIGN_NAME = RegFile
export DESIGN_NICKNAME = RegFile
export VERILOG_FILES = /design/flow/design.v
export SDC_FILE = /design/flow/constraint.sdc
export NUM_CORES = 4
export LEC_CHECK = 1
export CORE_UTILIZATION = 50
$ cat design/flow/constraint.sdc
current_design RegFile

set clk_period 4.0
set clk_io_pct 0.2

create_clock -name clk0 -period $clk_period [get_ports {Clk}]

set non_clock_inputs [all_inputs -no_clocks]
set_input_delay [expr $clk_period * $clk_io_pct] -clock clk0 $non_clock_inputs
set_output_delay [expr $clk_period * $clk_io_pct] -clock clk0 [all_outputs]
$ cat design/flow/design.v
module DFF( input D ,input D1 ,output reg Q, input Write,input Write1, input Clk);
	always@(negedge Clk) 
	begin
	if(Write)
		begin
		Q=D;
		end
	else if(Write1)
		begin
		Q=D1;
		end
	else
		Q=Q;
	end
endmodule
module Decoder3to8(DestReg, DecOut);
	input [2:0] DestReg;
	output reg [7:0] DecOut;
	always@(DestReg)
	casex(DestReg)
		3'b000: DecOut=8'b00000001;
		3'b001: DecOut=8'b00000010;
		3'b010: DecOut=8'b00000100;
		3'b011: DecOut=8'b00001000;
		3'b100: DecOut=8'b00010000;
		3'b101: DecOut=8'b00100000;
		3'b110: DecOut=8'b01000000;
		3'b111: DecOut=8'b10000000;
	endcase
endmodule
module Mux8to1(reg_Out1,reg_Out2,reg_Out3,reg_Out4,reg_Out5,reg_Out6,reg_Out7,reg_Out8,Bus,Src);
	input[15:0]reg_Out1,reg_Out2,reg_Out3,reg_Out4,reg_Out5,reg_Out6,reg_Out7,reg_Out8;
	input[2:0]Src;
	output reg [15:0]Bus;
	always@(reg_Out1,reg_Out2,reg_Out3,reg_Out4,reg_Out5,reg_Out6,reg_Out7,reg_Out8 ,Src)
	begin
	case(Src)
		3'b000:Bus=reg_Out1;
		3'b001:Bus=reg_Out2;
		3'b010:Bus=reg_Out3;
		3'b011:Bus=reg_Out4;
		3'b100:Bus=reg_Out5;
		3'b101:Bus=reg_Out6;
		3'b110:Bus=reg_Out7;
		3'b111:Bus=reg_Out8;
	endcase
	end
endmodule
module RegFile(SrcA, SrcB,SrcC, DestReg, WriteData,WriteData1, OutBusA, OutBusB,OutBusC,reg_Write,reg_Write1, Clk);
	input [2:0]SrcA, SrcB,SrcC, DestReg;
	input Clk,reg_Write,reg_Write1;
	input [15:0]WriteData,WriteData1;
	output[15:0]OutBusA, OutBusB,OutBusC;
	wire [7:0]DecOut,DecOut1,Array,Array1;
	wire [15:0]out_Reg1,out_Reg2,out_Reg3,out_Reg4,out_Reg5,out_Reg6,out_Reg7,out_Reg8;
	wire [2:0]out;
		Register R1(16'd1,WriteData1,out_Reg1,1,0,Clk);
		Register R2(16'd3,WriteData1,out_Reg2,1,0,Clk);
		Register R3(16'd4,WriteData1,out_Reg3,1,0,Clk);
		Register R4(16'd15,WriteData1,out_Reg4,1,0,Clk);
		Register R5(WriteData,WriteData1,out_Reg5,Array[4],Array1[4],Clk);
		Register R6(WriteData,WriteData1,out_Reg6,Array[5],Array1[5],Clk);
		Register R7(WriteData,WriteData1,out_Reg7,Array[6],Array1[6],Clk);
		Register R8(WriteData,WriteData1,out_Reg8,Array[7],Array1[7],Clk);
		Decoder3to8 dec(DestReg,DecOut);
		Decoder3to8 dec1(SrcA,DecOut1);
		and (Array1[0],DecOut1[0],reg_Write1);
		and (Array1[1],DecOut1[1],reg_Write1);
		and (Array1[2],DecOut1[2],reg_Write1);
		and (Array1[3],DecOut1[3],reg_Write1);
		and (Array1[4],DecOut1[4],reg_Write1);
		and (Array1[5],DecOut1[5],reg_Write1);
		and (Array1[6],DecOut1[6],reg_Write1);
		and (Array1[7],DecOut1[7],reg_Write1);
		and (Array[0],DecOut[0],reg_Write);
		and (Array[1],DecOut[1],reg_Write);
		and (Array[2],DecOut[2],reg_Write);
		and (Array[3],DecOut[3],reg_Write);
		and (Array[4],DecOut[4],reg_Write);
		and (Array[5],DecOut[5],reg_Write);
		and (Array[6],DecOut[6],reg_Write);
		and (Array[7],DecOut[7],reg_Write);
		Mux8to1 m(out_Reg1,out_Reg2,out_Reg3,out_Reg4,out_Reg5,out_Reg6,out_Reg7,out_Reg8,OutBusA,SrcA);
		Mux8to1 m1(out_Reg1,out_Reg2,out_Reg3,out_Reg4,out_Reg5,out_Reg6,out_Reg7,out_Reg8,OutBusB,SrcB);
		Mux8to1 m2(out_Reg1,out_Reg2,out_Reg3,out_Reg4,out_Reg5,out_Reg6,out_Reg7,out_Reg8,OutBusC,SrcC);
endmodule
module Register(input[15:0] in_Reg,input[15:0] in_Reg1, output [15:0] out_Reg, input reg_Write,input reg_Write1, input Clk);
	DFF D0(in_Reg[0],in_Reg1[0],out_Reg[0],reg_Write,reg_Write1,Clk);
	DFF D1(in_Reg[1],in_Reg1[1],out_Reg[1],reg_Write,reg_Write1,Clk);
	DFF D2(in_Reg[2],in_Reg1[2],out_Reg[2],reg_Write,reg_Write1,Clk);
	DFF D3(in_Reg[3],in_Reg1[3],out_Reg[3],reg_Write,reg_Write1,Clk);
	DFF D4(in_Reg[4],in_Reg1[4],out_Reg[4],reg_Write,reg_Write1,Clk);
	DFF D5(in_Reg[5],in_Reg1[5],out_Reg[5],reg_Write,reg_Write1,Clk);
	DFF D6(in_Reg[6],in_Reg1[6],out_Reg[6],reg_Write,reg_Write1,Clk);
	DFF D7(in_Reg[7],in_Reg1[7],out_Reg[7],reg_Write,reg_Write1,Clk);
	DFF D8(in_Reg[8],in_Reg1[8],out_Reg[8],reg_Write,reg_Write1,Clk);
	DFF D9(in_Reg[9],in_Reg1[9],out_Reg[9],reg_Write,reg_Write1,Clk);
	DFF D10(in_Reg[10],in_Reg1[10],out_Reg[10],reg_Write,reg_Write1,Clk);
	DFF D11(in_Reg[11],in_Reg1[11],out_Reg[11],reg_Write,reg_Write1,Clk);
	DFF D12(in_Reg[12],in_Reg1[12],out_Reg[12],reg_Write,reg_Write1,Clk);
	DFF D13(in_Reg[13],in_Reg1[13],out_Reg[13],reg_Write,reg_Write1,Clk);
	DFF D14(in_Reg[14],in_Reg1[14],out_Reg[14],reg_Write,reg_Write1,Clk);
	DFF D15(in_Reg[15],in_Reg1[15],out_Reg[15],reg_Write,reg_Write1,Clk);
endmodule
$ cat design/flow/run.sh
#!/bin/bash
# OpenROAD 26Q1-2900-gdf79404cd8, Yosys 0.63+post, stock flow scripts
make -C /OpenROAD-flow-scripts/flow DESIGN_CONFIG=/design/flow/config.mk WORK_HOME=/design/flow/orfs finish
==> impl_metrics.py <==
# Auto-generated metrics
metrics = {
    "clock_tree": {
        "cts_max_path_buffers": 2,
        "cts_made_buffers": 9,
        "cts_root_buffer": "clkbuf_8",
        "holdBufCountCts": 0,
        "cts_sinks": 64,
        "path_clk_slew_ps": 30,
        "tritoncts": "built",
        "htree_levels": 3,
    },
    "route": {
        "routed_wl_um": 12060,
        "post-route-drc-count": 0,
        "dr.pass1.iters": 4,
        "diodes": 0,
        "first_iter_violations": 108,
        "postRouteAntennaNets": 0,
        "post_drt_wl_per_cell_um": 19.68,
        "num_vias": 3468,
        "viasPerCell": 5.657,
    },
    "final_timing": {
        "worst_hold_slack_ps": 2426,
        "finalHoldViolations": 0,
        "worst_pin_slew_ps": 596.6,
        "max_slew_margin_pct": 60.10,
        "postLayoutSetupSlackWorst_ps": -439.2,
        "rsz0062_at_grt": "true",
        "slew_violations": 0,
        "setup_viol": 48,
    },
    "floorplanning": {
        "row_count": 33,
        "core_area_um2": 8299,
        "die_x_um": 95.28,
        "die_h_um": 95.28,
        "ios": 95,
        "initCoreUtil_pct": 52.42,
        "chipArea_um2": 9078,
    },
    "logic_synthesis": {
        "syn_area_um2": 4350,
        "edf_count": 64,
        "synth.avg_cell_area_um2": 14.60,
        "yosysChipArea_um2": 4350,
        "yosys_warnings": 11,
        "async_reset_ff_share_pct": 0,
        "ys.flops": 64,
        "ys_seq_share_pct": 44.18,
        "yosys-stat-cells": 298,
        "ys.flop_type": "edfxtp_1",
        "synth_cell_type_count": 29,
        "netlist_instances": 298,
    },
    "pwr": {
        "vdd_drop_max_uv": 235.2,
        "leakagePower_nw": 2.729,
        "cellPowerDensity_nw_per_um2": 315.2,
        "power_w": 0.002011,
    },
    "global_route": {
        "antenna_found_initial": 0,
        "grt_pass1_vias": 3668,
        "track_usage_pct": 30.96,
        "grt_pass1_wl_um": 18470,
        "grt_max_degree": 23,
        "overflow": 0,
    },
    "placement": {
        "gp_congestion": 0.8118,
        "dp_cells": 514,
        "portBuffers": 94,
        "hpwlAfterDp_um": 7593,
    },
    "worst_setup_path": {
        "cp.required_ps": 3200,
        "arrival_ps": 3640,
        "cp-start-kind": "register",
        "worstSetupPathType": "register to output port",
        "critPathCaptureType": "output port",
        "crit_fanout": 2,
    },
    "layout": {
        "final_cell_mix": "72 x inv_1, 64 x edfxtp_1, 64 x mux2_2",
        "final_common_cell": "inv_1",
        "drive_above_1_share_pct": 54.13,
        "area_growth_pct": 46.65,
        "stdcell_count": 613,
    },
    "run_status": {
        "violations": "setup timing",
        "outcome": "complete, but fails checks",
    },
    "worst_hold_path": {
        "hold_path.class": "input pin to output port",
    },
    "job": {
        "warning_count": 93,
        "max_cap_violations": 0,
    },
}
[worst max-delay path, cell delays in order, from the launching register on]
cell      delay, ps
edfxtp_1        390
buf_4           150
mux4_2          450
and2_4          170
buf_6           100
[cell type report]
type                    count  area, um^2
well taps                 105       131.4
fillers                   533        1919
repair buffers            154        1419
clock buffers               9       123.9
multi-input cells         207        2479
clock inverters            69       286.5
inverters                   5       18.77
flip-flops and latches     64        1922
[synth_stat cells (all sizes together) (2+ instances only)]
cell type / count / area share, %
o2bb2ai: 3 / 0.60
mux4: 36 / 19
nand2: 7 / 0.60
nand2b: 5 / 0.72
nand4b: 2 / 0.69
buf: 17 / 2.6
clkbuf: 4 / 0.35
o21ai: 8 / 0.92
mux2: 72 / 19
and2: 36 / 5.2
edfxtp: 64 / 44
a21oi: 10 / 1.2
a31oi: 2 / 0.29
mux2i: 7 / 1.6
o22ai: 5 / 0.72
nand3b: 4 / 0.69
inv: 6 / 0.52
a211oi: 2 / 0.35
[final timing paths]
kind                  from     endpoint  slack [ps]  cells after the start
setup / recovery  R8.D15.Q  OutBusB[15]        -440                      4
hold / removal     SrcB[1]   OutBusB[2]        2430                      4
[through the flow]
stage | TNS, ps | cell area [um^2] | utilization, % | worst slack (ps)
3_3_place_gp | -54630 | 5776 | 69.59 | -385.2
5_1_grt | -18310 | 6380 | 76.87 | -518.5
6_report | -14940 | 6380 | 76.87 | -439.2
2_1_floorplan | -3117 | 4383 | - | -96.61
3_5_place_dp | -57140 | 5776 | 69.59 | -420.6
4_1_cts | -15280 | 6255 | 75.37 | -456.7
[metal layers]
layer  global-route usage [%]  vias to the layer above  part of all wire [%]
li1                         -                     1607                     -
met1                    42.69                     1659                    39
met2                    46.55                      182                    49
met3                    15.98                       20                   9.9
met4                    8.333                        0                   1.6
met5                        0                        -                     0
[timing repair]
action	in CTS	in global routing
endpoints found under the setup margin	69	48
hold endpoints to repair	0	0
resized	192	27
gates cloned	1	0
pin swaps	38	10
buffers inserted	21	2
[kinds of logic after synthesis]
family,share of synthesized area (%)
buffers and inverters,3.451
and+or+nand+nor,8.916
AOI/OAI and AO/OA,4.573
muxes,38.88
DFF,44.18
[report_power, final]
group | switching [W] | internal, W
Combinational | 0.000162 | 0.000280
Clock | 0.000394 | 0.000357
Sequential | 0.0000244 | 0.000793
Power and IR drop assume default switching activity.
