## flow/design.v

```verilog
module DFF( input D ,input D1 ,output reg Q, input Write,input Write1, input Clk);
	always@(negedge Clk) 
	begin
	if(Write)
		begin
		Q=D;
		end
	else if(Write1)
		begin
		Q=D1;
		end
	else
		Q=Q;
	end
endmodule
module Reg8bit(input[7:0] in_Reg,input[7:0] in_Reg1, output [7:0] out_Reg, input reg_Write,input reg_Write1, input Clk);
	DFF D(in_Reg[0],in_Reg1[0],out_Reg[0],reg_Write,reg_Write1,Clk);
	DFF D1(in_Reg[1],in_Reg1[1],out_Reg[1],reg_Write,reg_Write1,Clk);
	DFF D2(in_Reg[2],in_Reg1[2],out_Reg[2],reg_Write,reg_Write1,Clk);
	DFF D3(in_Reg[3],in_Reg1[3],out_Reg[3],reg_Write,reg_Write1,Clk);
	DFF D4(in_Reg[4],in_Reg1[4],out_Reg[4],reg_Write,reg_Write1,Clk);
	DFF D5(in_Reg[5],in_Reg1[5],out_Reg[5],reg_Write,reg_Write1,Clk);
	DFF D6(in_Reg[6],in_Reg1[6],out_Reg[6],reg_Write,reg_Write1,Clk);
	DFF D7(in_Reg[7],in_Reg1[7],out_Reg[7],reg_Write,reg_Write1,Clk);
endmodule
module dec16to40(input [15:0] select,output reg [39:0] decout);
	always@(select)
	begin
	case(select)
	16'b0000000000000000:decout=40'b0000000000000000000000000000000000000001;
	16'b0000000000000001:decout=40'b0000000000000000000000000000000000000010;
	16'b0000000000000010:decout=40'b0000000000000000000000000000000000000100;
	16'b0000000000000011:decout=40'b0000000000000000000000000000000000001000;
	16'b0000000000000100:decout=40'b0000000000000000000000000000000000010000;
	16'b0000000000000101:decout=40'b0000000000000000000000000000000000100000;
	16'b0000000000000110:decout=40'b0000000000000000000000000000000001000000;
	16'b0000000000000111:decout=40'b0000000000000000000000000000000010000000;
	16'b0000000000001000:decout=40'b0000000000000000000000000000000100000000;
	16'b0000000000001001:decout=40'b0000000000000000000000000000001000000000;
	16'b0000000000001010:decout=40'b0000000000000000000000000000010000000000;
	16'b0000000000001011:decout=40'b0000000000000000000000000000100000000000;
	16'b0000000000001100:decout=40'b0000000000000000000000000001000000000000;
	16'b0000000000001101:decout=40'b0000000000000000000000000010000000000000;
	16'b0000000000001110:decout=40'b0000000000000000000000000100000000000000;
	16'b0000000000001111:decout=40'b0000000000000000000000001000000000000000;
	16'b0000000000010000:decout=40'b0000000000000000000000010000000000000000;
	16'b0000000000010001:decout=40'b0000000000000000000000100000000000000000;
	16'b0000000000010010:decout=40'b0000000000000000000001000000000000000000;
	16'b0000000000010011:decout=40'b0000000000000000000010000000000000000000;
	16'b0000000000010100:decout=40'b0000000000000000000100000000000000000000;
	16'b0000000000010101:decout=40'b0000000000000000001000000000000000000000;
	16'b0000000000010110:decout=40'b0000000000000000010000000000000000000000;
	16'b0000000000010111:decout=40'b0000000000000000100000000000000000000000;
	16'b0000000000011000:decout=40'b0000000000000001000000000000000000000000;
	16'b0000000000011001:decout=40'b0000000000000010000000000000000000000000;
	16'b0000000000011010:decout=40'b0000000000000100000000000000000000000000;
	16'b0000000000011011:decout=40'b0000000000001000000000000000000000000000;
	16'b0000000000011100:decout=40'b0000000000010000000000000000000000000000;
	16'b0000000000011101:decout=40'b0000000000100000000000000000000000000000;
	16'b0000000000011110:decout=40'b0000000001000000000000000000000000000000;
	16'b0000000000011111:decout=40'b0000000010000000000000000000000000000000;
	16'b0000000000100000:decout=40'b0000000100000000000000000000000000000000;
	16'b0000000000100001:decout=40'b0000001000000000000000000000000000000000;
	16'b0000000000100010:decout=40'b0000010000000000000000000000000000000000;
	16'b0000000000100011:decout=40'b0000100000000000000000000000000000000000;
	16'b0000000000100100:decout=40'b0001000000000000000000000000000000000000;
	16'b0000000000100101:decout=40'b0010000000000000000000000000000000000000;
	16'b0000000000100110:decout=40'b0100000000000000000000000000000000000000;
	16'b0000000000100111:decout=40'b1000000000000000000000000000000000000000;
	endcase
	end
endmodule
module Memory(input [15:0]Addr,input [15:0]InData,input MemWrite, input MemRead, input Clk,output reg [15:0]MemOut);
	wire[7:0] MemOutput0;
	wire[7:0] MemOutput1;
	wire[7:0] muxout1;
	wire[7:0] muxout2;
	wire [15:0] Addr2;
	wire [39:0] MemWrite1;
	wire [39:0] MemWrite2;
	wire [39:0] MemDecOut;
	wire[7:0] MemOutput2,MemOutput3,MemOutput4,MemOutput5,MemOutput6,MemOutput7,MemOutput8,MemOutput9,MemOutput10,MemOutput11,MemOutput12,MemOutput13,MemOutput14,MemOutput15,MemOutput16,MemOutput17,MemOutput18,MemOutput19,MemOutput20,MemOutput21,MemOutput22,MemOutput23,MemOutput24,MemOutput25,MemOutput26,MemOutput27,MemOutput28,MemOutput29,MemOutput30,MemOutput31,MemOutput32,MemOutput33,MemOutput34,MemOutput35,MemOutput36,MemOutput37,MemOutput38,MemOutput39;
	dec16to40 d1640(Addr,MemDecOut);
		assign MemWrite1=MemDecOut&{MemWrite,MemWrite,MemWrite,MemWrite,MemWrite,MemWrite,MemWrite,MemWrite,MemWrite,MemWrite,MemWrite,MemWrite,MemWrite,MemWrite,MemWrite,MemWrite,MemWrite,MemWrite,MemWrite,MemWrite,MemWrite,MemWrite,MemWrite,MemWrite,MemWrite,MemWrite,MemWrite,MemWrite,MemWrite,MemWrite,MemWrite,MemWrite,MemWrite,MemWrite,MemWrite,MemWrite,MemWrite,MemWrite,MemWrite,MemWrite};
	assign MemWrite2=MemWrite1<<1;
	Reg8bit rr0(8'b11011110,8'b00000001,MemOutput0,1,0,Clk);
	Reg8bit rr1(8'b11011110,8'b00000001,MemOutput1,0,1,Clk);
	Reg8bit rr2(8'b10001110,8'b00000101,MemOutput2,1,0,Clk);
	Reg8bit rr3(8'b10001110,8'b00000101,MemOutput3,0,1,Clk);
	Reg8bit rr4(8'b00001101,8'b11000001,MemOutput4,1,0,Clk);
	Reg8bit rr5(8'b00001101,8'b11000001,MemOutput5,0,1,Clk);
	Reg8bit rr6(InData[15:8],InData[7:0],MemOutput6,MemWrite1[6],MemWrite2[6],Clk);
	Reg8bit rr7(InData[15:8],InData[7:0],MemOutput7,MemWrite1[7],MemWrite2[7],Clk);
	Reg8bit rr8(InData[15:8],InData[7:0],MemOutput8,MemWrite1[8],MemWrite2[8],Clk);
	Reg8bit rr9(InData[15:8],InData[7:0],MemOutput9,MemWrite1[9],MemWrite2[9],Clk);
	Reg8bit rr10(InData[15:8],InData[7:0],MemOutput10,MemWrite1[10],MemWrite2[10],Clk);
	Reg8bit rr11(InData[15:8],InData[7:0],MemOutput11,MemWrite1[11],MemWrite2[11],Clk);
	Reg8bit rr12(InData[15:8],InData[7:0],MemOutput12,MemWrite1[12],MemWrite2[12],Clk);
	Reg8bit rr13(InData[15:8],InData[7:0],MemOutput13,MemWrite1[13],MemWrite2[13],Clk);
	Reg8bit rr14(InData[15:8],InData[7:0],MemOutput14,MemWrite1[14],MemWrite2[14],Clk);
	Reg8bit rr15(InData[15:8],InData[7:0],MemOutput15,MemWrite1[15],MemWrite2[15],Clk);
	Reg8bit rr16(InData[15:8],InData[7:0],MemOutput16,MemWrite1[16],MemWrite2[16],Clk);
	Reg8bit rr17(InData[15:8],InData[7:0],MemOutput17,MemWrite1[17],MemWrite2[17],Clk);
	Reg8bit rr18(InData[15:8],InData[7:0],MemOutput18,MemWrite1[18],MemWrite2[18],Clk);
	Reg8bit rr19(InData[15:8],InData[7:0],MemOutput19,MemWrite1[19],MemWrite2[19],Clk);
	Reg8bit rr20(InData[15:8],InData[7:0],MemOutput20,MemWrite1[20],MemWrite2[20],Clk);
	Reg8bit rr21(InData[15:8],InData[7:0],MemOutput21,MemWrite1[21],MemWrite2[21],Clk);
	Reg8bit rr22(InData[15:8],InData[7:0],MemOutput22,MemWrite1[22],MemWrite2[22],Clk);
	Reg8bit rr23(InData[15:8],InData[7:0],MemOutput23,MemWrite1[23],MemWrite2[23],Clk);
	Reg8bit rr24(InData[15:8],InData[7:0],MemOutput24,MemWrite1[24],MemWrite2[24],Clk);
	Reg8bit rr25(InData[15:8],InData[7:0],MemOutput25,MemWrite1[25],MemWrite2[25],Clk);
	Reg8bit rr26(InData[15:8],InData[7:0],MemOutput26,MemWrite1[26],MemWrite2[26],Clk);
	Reg8bit rr27(InData[15:8],InData[7:0],MemOutput27,MemWrite1[27],MemWrite2[27],Clk);
	Reg8bit rr28(InData[15:8],InData[7:0],MemOutput28,MemWrite1[28],MemWrite2[28],Clk);
	Reg8bit rr29(InData[15:8],InData[7:0],MemOutput29,MemWrite1[29],MemWrite2[29],Clk);
	Reg8bit rr30(InData[15:8],InData[7:0],MemOutput30,MemWrite1[30],MemWrite2[30],Clk);
	Reg8bit rr31(InData[15:8],InData[7:0],MemOutput31,MemWrite1[31],MemWrite2[31],Clk);
	Reg8bit rr32(InData[15:8],InData[7:0],MemOutput32,MemWrite1[32],MemWrite2[32],Clk);
	Reg8bit rr33(InData[15:8],InData[7:0],MemOutput33,MemWrite1[33],MemWrite2[33],Clk);
	Reg8bit rr34(InData[15:8],InData[7:0],MemOutput34,MemWrite1[34],MemWrite2[34],Clk);
	Reg8bit rr35(InData[15:8],InData[7:0],MemOutput35,MemWrite1[35],MemWrite2[35],Clk);
	Reg8bit rr36(InData[15:8],InData[7:0],MemOutput36,MemWrite1[36],MemWrite2[36],Clk);
	Reg8bit rr37(InData[15:8],InData[7:0],MemOutput37,MemWrite1[37],MemWrite2[37],Clk);
	Reg8bit rr38(InData[15:8],InData[7:0],MemOutput38,MemWrite1[38],MemWrite2[38],Clk);
	Reg8bit rr39(InData[15:8],InData[7:0],MemOutput39,MemWrite1[39],MemWrite2[39],Clk);
	mux40to1 m4_0(Addr,MemOutput0,MemOutput1,MemOutput2,MemOutput3,MemOutput4,MemOutput5,MemOutput6,MemOutput7,MemOutput8,MemOutput9,MemOutput10,MemOutput11,MemOutput12,MemOutput13,MemOutput14,MemOutput15,MemOutput16,MemOutput17,MemOutput18,MemOutput19,MemOutput20,MemOutput21,MemOutput22,MemOutput23,MemOutput24,MemOutput25,MemOutput26,MemOutput27,MemOutput28,MemOutput29,MemOutput30,MemOutput31,MemOutput32,MemOutput33,MemOutput34,MemOutput35,MemOutput36,MemOutput37,MemOutput38,MemOutput39,muxout1);
	assign Addr2=Addr+1;
	mux40to1 m4_1(Addr2,MemOutput0,MemOutput1,MemOutput2,MemOutput3,MemOutput4,MemOutput5,MemOutput6,MemOutput7,MemOutput8,MemOutput9,MemOutput10,MemOutput11,MemOutput12,MemOutput13,MemOutput14,MemOutput15,MemOutput16,MemOutput17,MemOutput18,MemOutput19,MemOutput20,MemOutput21,MemOutput22,MemOutput23,MemOutput24,MemOutput25,MemOutput26,MemOutput27,MemOutput28,MemOutput29,MemOutput30,MemOutput31,MemOutput32,MemOutput33,MemOutput34,MemOutput35,MemOutput36,MemOutput37,MemOutput38,MemOutput39,muxout2);
	always@(muxout1,muxout2)
	begin
		MemOut[15:8]=muxout1[7:0];
		MemOut[7:0]=muxout2[7:0];
	end
endmodule
module mux40to1(input [15:0] outselect,
	input [7:0] in1,input [7:0] in2,input [7:0] in3,input [7:0] in4,input [7:0] in5,
	input [7:0] in6,input [7:0] in7,input [7:0] in8,input [7:0] in9,input [7:0] in10,
	input [7:0] in11,input [7:0] in12,input [7:0] in13,input [7:0] in14,input [7:0] in15,
	input [7:0] in16,input [7:0] in17,input [7:0] in18,input [7:0] in19,input [7:0] in20,
	input [7:0] in21,input [7:0] in22,input [7:0] in23,input [7:0] in24,input [7:0] in25,
	input [7:0] in26,input [7:0] in27,input [7:0] in28,input [7:0] in29,input [7:0] in30,
	input [7:0] in31,input [7:0] in32,input [7:0] in33,input [7:0] in34,input [7:0] in35,
	input [7:0] in36,input [7:0] in37,input [7:0] in38,input [7:0] in39,input [7:0] in40,
	output reg [7:0] muxout);
	always@(outselect,in1,in2,in3,in4,in5,in6,in7,in8,in9,in10,in11,in12,in13,in14,in15,in16,in17,in18,in19,in20,in21,in22,in23,in24,in25,in26,in27,in28,in29,in30,in31,in32,in33,in34,in35,in36,in37,in38,in39,in40)
	begin
	case(outselect)
	16'b0000000000000000:muxout=in1;
	16'b0000000000000001:muxout=in2;
	16'b0000000000000010:muxout=in3;
	16'b0000000000000011:muxout=in4;
	16'b0000000000000100:muxout=in5;
	16'b0000000000000101:muxout=in6;
	16'b0000000000000110:muxout=in7;
	16'b0000000000000111:muxout=in8;
	16'b0000000000001000:muxout=in9;
	16'b0000000000001001:muxout=in10;
	16'b0000000000001010:muxout=in11;
	16'b0000000000001011:muxout=in12;
	16'b0000000000001100:muxout=in13;
	16'b0000000000001101:muxout=in14;
	16'b0000000000001110:muxout=in15;
	16'b0000000000001111:muxout=in16;
	16'b0000000000010000:muxout=in17;
	16'b0000000000010001:muxout=in18;
	16'b0000000000010010:muxout=in19;
	16'b0000000000010011:muxout=in20;
	16'b0000000000010100:muxout=in21;
	16'b0000000000010101:muxout=in22;
	16'b0000000000010110:muxout=in23;
	16'b0000000000010111:muxout=in24;
	16'b0000000000011000:muxout=in25;
	16'b0000000000011001:muxout=in26;
	16'b0000000000011010:muxout=in27;
	16'b0000000000011011:muxout=in28;
	16'b0000000000011100:muxout=in29;
	16'b0000000000011101:muxout=in30;
	16'b0000000000011110:muxout=in31;
	16'b0000000000011111:muxout=in32;
	16'b0000000000100000:muxout=in33;
	16'b0000000000100001:muxout=in34;
	16'b0000000000100010:muxout=in35;
	16'b0000000000100011:muxout=in36;
	16'b0000000000100100:muxout=in37;
	16'b0000000000100101:muxout=in38;
	16'b0000000000100110:muxout=in39;
	16'b0000000000100111:muxout=in40;
	endcase
	end
endmodule
```

## flow/run.sh

```bash
#!/bin/bash
# OpenROAD 26Q1-2900-gdf79404cd8, Yosys 0.63+post, stock flow scripts
make -C /OpenROAD-flow-scripts/flow DESIGN_CONFIG=/design/flow/config.mk WORK_HOME=/design/flow/orfs finish
```

## flow/config.mk

```make
export PLATFORM = sky130hd
export DESIGN_NAME = Memory
export DESIGN_NICKNAME = Memory
export VERILOG_FILES = /design/flow/design.v
export SDC_FILE = /design/flow/constraint.sdc
export NUM_CORES = 4
export LEC_CHECK = 1
export CORE_UTILIZATION = 40
```

## flow/constraint.sdc

```tcl
current_design Memory

set clk_period 1.6
set clk_io_pct 0.2

create_clock -name clk0 -period $clk_period [get_ports {Clk}]

set non_clock_inputs [all_inputs -no_clocks]
set_input_delay [expr $clk_period * $clk_io_pct] -clock clk0 $non_clock_inputs
set_output_delay [expr $clk_period * $clk_io_pct] -clock clk0 [all_outputs]
```

==> flow_summary.toml <==
# flow metrics
[floorplan]
fp_util_pct = 40.8
fp.dieW_um = 209
die-area_um2 = 43800
io_pins = 51
core_area_um2 = 42100
die_y_um = 209
row_count = 75

[routing]
wirelength_mm = 95.8
viasPerCell = 6.85
wl_per_cell_um = 40.6
remaining_drc_errors = 0
drtIter0Drc = 1935
dr.pass1.iters = 8
drtAntennaViolNets = 0
vias = 16172

[place]
post-place-ws_ns = -0.782
place_congestion = 1.07
place.detailed.hpwl_mm = 62.6
dpl.cell_count = 1989
io_buffers = 49

[final_timing]
unclocked_regs = 51
fin_setup_tns_ns = -15.26
untimed_endpoints = 67
finalSetupViolations = 269
rsz0062_at_grt = "yes"
slew_headroom_pct = 26.9
slew_violations = 0
worst_pin_slew_ns = 1.09
final_hold_viol_count = 0
hold-worst-slack_ns = 0.938
fin_ws_ns = -0.133

[power]
internal-power_mw = 14.2
p_switching_mw = 6.00
p_comb_share_pct = 9.3
power_density_nw_per_um2 = 866
p_leak_nw = 9.25
pwr-share-clk_pct = 51.7
p_sw_share_pct = 29.7
vdd_drop_max_uv = 821
power_frac_seq_pct = 39.0

[synth]
syn_area_um2 = 17200
topCellsByArea = "edfxtp_1 (48%), mux2_2 (18%), a22oi_1 (5.5%), dlxtn_1 (4.5%), nand2_1 (2.4%)"
most_common_cell = "mux2_2"
synthCells = 1412
syn_avg_cell_area_um2 = 12.2
ys_types = 71
top_area_share_pct = 47.6
top_area_cell = "edfxtp_1"
flop_cell = "edfxtp_1"
yosys-top-cells-count = "mux2_2 (277), edfxtp_1 (272), a22oi_1 (125)"
yosys_warnings = 16
synth_chip_area_um2 = 17200
edf_count = 272
ys_async_sr_fraction_pct = 0
synth-seq-cells = 323
yosysCellCount = 1412

[setup_path]
max_stage_delay_ns = 0.32
cp_max_fo = 7
cp-end-kind = "register"
worstSetupPathType = "in -> reg"
cp.required_ns = 1.14
worst-path-buf-inv = 3
cp.depth = 5
worstPathArrival_ns = 1.27
cp_slowest_cell = "mux2_4"
crit_top_cell = "buf_12"
crit_path_cell_trace = "buf_12 -> buf_12 -> buf_12 -> nand2_8 -> mux2_4"
critPathLaunchType = "input port"
path_delay_family = "buffers and inverters"

[global_route]
grtUsageMet2_pct = 62.6
grt_use_total_pct = 46.7
grt_max_degree = 52
grt.overflow.total = 0
antenna_found_initial = 7
use_met3_pct = 28.8
grt_busiest_layer = "met2"
grt_pass1_vias = 16578
grt_pass1_wl_mm = 130
use_met1_pct = 61.4

[flow_run]
max_cap_violations = 0
warnings = 301

[layout]
largest_reg_flops = 35
fin_cells = 2360
drive_gt1_share_pct = 33.0
fillers = 3401
area_delta_synth_final_pct = 36.2
fin_util_pct = 55.5

[cts]
clk_root_buffer_cell = "clkbuf_16"
numCtsBuffers = 34
cts_hold_buf = 0
clockBufferDepth = 3
cts_tree = "done"
clkTransAtPathRegs_ns = 0.04
h-tree-depth = 2

[outcome]
status = "finished, violations left"
failed_checks = "negative setup slack"

[min_path]
min_path_cells = 2
hp-class = "in -> reg"
## metal layers
layer / vias up / part of all wire (%)
met1: 7961 / 36
met4: 8 / 5.6
met2: 1322 / 42
met5: - / 0.055
li1: 6593 / -
met3: 288 / 16
## logic make-up after synthesis
family          synth area share (%)
simple gates                    10.7
latches                         4.46
mux                             18.5
flops                           47.6
xor+xnor                       0.153
buf+inv                         2.95
compound gates                  15.7
## power groups by stage
| stage | combinational, mW | sequential (mW) | clock, mW |
|---|---|---|---|
| after CTS | 1.80 | 7.90 | 10.7 |
| after global routing | 1.92 | 7.88 | 11.5 |
| final | 1.87 | 7.90 | 10.5 |
## cell type report
type / count / area, um^2 / area share (%)
Multi-Input combinational cell: 979 / 9320 / 39.9
Sequential cell: 323 / 8930 / 38.2
Timing Repair Buffer: 182 / 2310 / 9.89
Clock inverter: 297 / 1250 / 5.37
Clock buffer: 35 / 876 / 3.75
Tap cell: 539 / 674 / 2.88
Inverter: 2 / 7.51 / 0.0321
Antenna cell: 3 / 7.51 / 0.0321
## metrics by stage
step | total power, mW | area (um^2)
2_1_floorplan | 9.86 | 18000
3_3_place_gp | 10.5 | 19900
3_5_place_dp | 10.5 | 19900
4_1_cts | 20.4 | 23100
5_1_grt | 21.3 | 23400
6_report | 20.2 | 23400
## worst paths after layout
| kind | from | endpoint | slack (ns) |
|---|---|---|---|
| min | InData[15] | rr38.D7.Q$_DFFE_NP_ | 0.94 |
| max | MemWrite | rr14.D.Q$_DFFE_NP_ | -0.13 |
## cell usage in the layout, fill, tap and decap left out, types with 19 or more instances in the layout
cell and count:
nand3_1 41, buf_4 73, dlxtn_1 51, inv_1 280
clkbuf_16 37, buf_16 19, a22o_1 30, nand2_8 54
nand2_1 42, a31oi_1 19, buf_12 33, a221oi_1 38
a21oi_1 29, nor2_1 52, a222oi_1 26, edfxtp_1 272
clkdlybuf4s50_1 29, mux2_4 99, a22oi_1 125, mux2_2 178
## what timing repair did
action	in CTS	in global routing
setup endpoints to repair	498	300
pin swaps	3	2
gates resized	136	33
gates cloned	29	6
setup buffers	2	1
Power figures rest on the tool's default switching activity, not on a simulated workload.
